==> /design/flow/design.v <==
`timescale 1ns / 1ps
module line_buffer_2x2
#( 
    parameter SIZE = 32,
    parameter WEIGHT = 10,
    parameter LENGTH = 10 
)
(
    input clk,
    input reset_n,
    input en,
    input load,
    input [SIZE - 1: 0] in,
    output[SIZE -1 : 0] w1,
    output[SIZE -1 : 0] w2,
    output[SIZE -1 : 0] w3,
    output[SIZE -1 : 0] w4
);
    wire [SIZE -1 : 0 ] wire_w1;
    wire [SIZE -1 : 0 ] wire_w2;
    wire [SIZE -1 : 0 ] wire_w3;
    wire [SIZE -1 : 0 ] wire_w4;
    register ww4
    (
        .clk(clk),
        .reset_n(reset_n),
        .load(load),
        .in(in),
        .out(wire_w4)
    );
    register ww3
    (
        .clk(clk),
        .reset_n(reset_n),
        .load(load),
        .in(wire_w4),
        .out(wire_w3)
    );
    shift_register #(.LENGHT(WEIGHT - 1)) ww2
    (
        .clk(clk),
        .reset_n(reset_n),
        .load(load),
        .in(wire_w3),
        .out(wire_w2)
    );
    register ww1
    (
        .clk(clk),
        .reset_n(reset_n),
        .load(load),
        .in(wire_w2),
        .out(wire_w1)
    );
    assign w1 = en ? wire_w1 : 32'bz;
    assign w2 = en ? wire_w2 : 32'bz;
    assign w3 = en ? wire_w3 : 32'bz;
    assign w4 = en ? wire_w4 : 32'bz;
endmodule
`timescale 1ns / 1ps
module max_pooling
#(
    parameter SIZE = 32,
    parameter LENGTH = 32 ,
    parameter WEIGHT = 32 
)
(   
    input clk,
    input reset_n,
    input en,
    input load,
    input [SIZE-1:0] in,
    output[SIZE-1:0] out
);
    wire [SIZE-1:0] wire_w1;
    wire [SIZE-1:0] wire_w2;
    wire [SIZE-1:0] wire_w3;
    wire [SIZE-1:0] wire_w4;
    wire [SIZE-1:0] wire_out;
    line_buffer_2x2 #(.WEIGHT(WEIGHT)) lb_2x2
    (
        .clk(clk),
        .reset_n(reset_n),
        .en(en),
        .load(load),
        .in(in),
        .w1(wire_w1),
        .w2(wire_w2),
        .w3(wire_w3),
        .w4(wire_w4)
    );
    Max4In max_4_in
    (
        .In1(wire_w1),
        .In2(wire_w2),
        .In3(wire_w3),
        .In4(wire_w4),
        .Out(wire_out)
    );
    assign out = en ? wire_out : 32'bz;
endmodule
`timescale 1ns / 1ps
module Max2In 
#(parameter SIZE = 32)
(   
    input [SIZE-1:0] A,
    input [SIZE-1:0] B,
    output[SIZE-1:0] Out
);
    wire Comp_AB;
    wire Comp_Sign;
    wire Sel;
    assign Comp_AB   =    (A > B) ? 1 : 0;
    assign Comp_Sign  = (A[SIZE-1]==0 && B[SIZE-1]==0) ? 1 : 0 ;
    assign Sel = (Comp_Sign && Comp_AB) ? 1 : ( (~(Comp_AB) && ~(Comp_Sign)) ? 1 : 0 );
    assign Out = (Sel) ? A : B ;
endmodule
`timescale 1ns / 1ps
module Max4In 
#(parameter SIZE = 32)
(   
    input [SIZE-1:0] In1,
    input [SIZE-1:0] In2,
    input [SIZE-1:0] In3,
    input [SIZE-1:0] In4,
    output[SIZE-1:0] Out
    );
    wire [SIZE-1:0] Max_wire1;
    wire [SIZE-1:0] Max_wire2;
    Max2In max1(.A(In1),.B(In2),.Out(Max_wire1));
    Max2In max2(.A(In3),.B(In4),.Out(Max_wire2));
    Max2In max_out(.A(Max_wire1),.B(Max_wire2),.Out(Out));
endmodule
module   register 
#(
    parameter SIZE = 32
)
(
    input clk,
    input reset_n,
    input load,
    input [SIZE-1:0] in,
    output reg[SIZE-1:0] out
);
    always @(negedge reset_n, negedge clk) begin
        if(!reset_n) begin
            out = 32'b0;
        end else if (load) begin
            out = in;
        end
    end
endmodule
module shift_register 
#(
    parameter LENGHT = 32,
    localparam SIZE = 32 
)
(
    input clk,
    input reset_n,
    input load,
    input [SIZE -1 : 0 ] in,
    output[SIZE -1 : 0 ] out  
);
    wire [SIZE -1 : 0 ] flow[LENGHT - 1 : 0];
    genvar i;
    generate
        for(i = 0;i<LENGHT;i=i+1) begin : shift
            if( !i ) begin
                register regg_b
                (
                    .clk(clk),
                    .reset_n(reset_n),
                    .load(load),
                    .in(in),
                    .out(flow[i])
                );
            end
            else if (i  == LENGHT -1 ) begin
                register regg_l
                (
                    .clk(clk),
                    .reset_n(reset_n),
                    .load(load),
                    .in(flow[i-1]),
                    .out(out)
                );
            end else begin
                register regg
                (
                    .clk(clk),
                    .reset_n(reset_n),
                    .load(load),
                    .in(flow[i-1]),
                    .out(flow[i])
                );
            end
        end
    endgenerate
endmodule
==> /design/flow/run.sh <==
#!/bin/bash
# OpenROAD 26Q1-2900-gdf79404cd8, Yosys 0.63+post, stock flow scripts
make -C /OpenROAD-flow-scripts/flow DESIGN_CONFIG=/design/flow/config.mk WORK_HOME=/design/flow/orfs finish
==> /design/flow/config.mk <==
export PLATFORM = sky130hd
export DESIGN_NAME = max_pooling
export DESIGN_NICKNAME = max_pooling
export VERILOG_FILES = /design/flow/design.v
export SDC_FILE = /design/flow/constraint.sdc
export NUM_CORES = 4
export LEC_CHECK = 1
export CORE_UTILIZATION = 50
==> /design/flow/constraint.sdc <==
current_design max_pooling

set clk_period 11.8
set clk_io_pct 0.2

create_clock -name clk0 -period $clk_period [get_ports {clk}]

set non_clock_inputs [all_inputs -no_clocks]
set_input_delay [expr $clk_period * $clk_io_pct] -clock clk0 $non_clock_inputs
set_output_delay [expr $clk_period * $clk_io_pct] -clock clk0 [all_outputs]
==> results.py <==
# Auto-generated metrics
metrics = {
    "layout": {
        "finalInstanceArea_sq_um": 52300,
        "layout-drive-gt1-share_pct": 49.7,
        "syn2layout_area_growth_pct": 20.8,
        "stdcell_count": 4455,
    },
    "power_and_ir_drop": {
        "p_per_area_nw_per_um2": 230,
        "switching_share_pct": 24.8,
        "cellInternalPower_w": 0.00905,
        "leakage_nw": 25.2,
        "pwr-share-clk_pct": 30.2,
        "ir_drop_uv": 172,
        "p_sw_w": 0.00298,
        "seqPwrFrac_pct": 48.5,
        "pwr-share-comb_pct": 21.3,
    },
    "job": {
        "cap_violations": 0,
        "tool_warnings": 53,
    },
    "cts": {
        "htree_levels": 3,
        "clock-sinks": 1088,
        "cts-root-buf": "clkbuf_16",
        "cts_tree": "done",
        "ctsHoldBuffers": 0,
        "clock_path_buffers": 3,
        "insertion_delay_ns": 0.63,
        "path_clk_slew_ns": 0.04,
        "numCtsBuffers": 111,
    },
    "synthesis": {
        "synth.avg_cell_area_sq_um": 15.4,
        "syn_area_sq_um": 43300,
        "area_leaders": "dfrtn_1 63%, mux2_2 27%, ha_1 2.9%",
        "postSynthCellCount": 2820,
        "synth_flops": 1088,
        "ys_async_sr_fraction_pct": 100,
        "netlist_top_cells_count": "1,088 x dfrtn_1, 1,022 x mux2_2, 125 x clkbuf_1",
        "ff_type": "dfrtn_1",
        "ys_cells": 2820,
        "synthMostInstantiatedCell": "dfrtn_1",
        "edf_count": 0,
        "yosysTopAreaCell": "dfrtn_1",
        "ys_types": 41,
        "ys_area_sq_um": 43300,
        "synth_top_area_share_pct": 62.8,
        "ys_warn_count": 7,
        "yosysSeqAreaShare_pct": 62.8,
    },
    "critical_path": {
        "worst-r2r-cell-count": 3,
        "crit_slowest_cell": "clkdlybuf4s50_1",
        "cp_common_cell": "buf_4",
        "crit_path_start": "lb_2x2.ww1.out[31]$_DFFE_NN0P_",
        "critPathKind": "reg -> out",
        "rr_startpoint": "lb_2x2.ww4.out[7]$_DFFE_NN0P_",
        "reg2reg_to": "lb_2x2.ww3.out[7]$_DFFE_NN0P_",
        "cp_data_required_time_ns": 9.44,
        "r2r_setup_slack_ns": 10.77,
        "cp-endpoint": "out[13]",
        "crit_fanout": 9,
        "worstSetupEndpointType": "primary output",
        "slowest_delay_ns": 0.53,
        "setup.worst_path.start_class": "flop",
        "arrival_ns": 12.02,
    },
    "run_status": {
        "status": "complete, but fails checks",
        "violations": "negative setup slack",
    },
    "final_timing": {
        "clock_skew_ns": 0.0181,
        "worst_pin_slew_ns": 0.741,
        "hold_viol_final": 0,
        "fin_ws_ns": -2.58,
        "slew_headroom_pct": 50.6,
        "grt_setup_unrepaired": "yes",
        "slew_violations": 0,
        "fin_tns_setup_ns": -73.15,
        "setup_viol_count_final": 32,
    },
    "floorplan": {
        "fp.dieH_um": 296,
        "die_x_um": 296,
        "dieArea_sq_um": 87800,
        "initial_utilization_pct": 50.6,
        "top_level_ports": 68,
        "core_area_sq_um": 85500,
        "row_count": 107,
    },
    "drt": {
        "vias": 22800,
        "drt_iter0_drc": 974,
        "drc": 0,
        "drtPass1Iterations": 4,
        "final_antenna_net_count": 0,
        "diodes": 0,
        "wirelength_um": 75300,
        "wl_per_cell_um": 16.9,
        "viasPerCell": 5.12,
    },
    "global_routing": {
        "grt_pass1_wl_um": 127000,
        "antenna_found_initial": 1,
        "grt_busiest_layer": "met1",
        "track_usage_pct": 19.0,
        "gr-usage-met1_pct": 33.1,
        "grt-ovfl-total": 0,
        "grt_start_max_net_pins": 135,
        "use_met3_pct": 4.16,
        "grt_util_met2_pct": 26.2,
        "grt_pass1_vias": 23600,
    },
    "hold_path": {
        "hold_class": "reg -> reg",
    },
    "placed_design": {
        "dpl.cell_count": 4223,
        "place.gp.congestion": 0.914,
        "placed_area_sq_um": 47700,
        "dp_hpwl_um": 47500,
        "io_buffer_count": 66,
    },
}
==> cell usage in the layout, fill, tap and decap left out, types with 3 or more instances in the layout <==
cell             count
mux2_2            1022
o21ai_1              3
buf_6                3
buf_4              326
clkbuf_16          116
nor4_2               4
clkbuf_1            15
nand4_1             19
buf_12              24
dlymetal6s2s_1      12
mux2i_1             74
a2111oi_2            3
a211oi_1             3
nand2_1             74
inv_2                5
nand3_1             14
ha_4                13
nor2_1               6
buf_8                3
clkdlybuf4s50_1     42
ha_1                86
clkbuf_8            31
mux2i_2             14
clkinvlp_4           6
a21oi_2              4
a21oi_1             35
clkbuf_2             4
a21o_1              15
mux2i_4              6
nor2b_1              3
clkinv_2            26
o21ai_0             67
dfrtn_1           1088
buf_2                3
inv_1               94
nand4b_1             3
bufinv_16           11
==> sequential cells by signal, indices dropped and copies added (netlist names) <==
signal and count:
lb_2x2.ww1.out 32, lb_2x2.ww3.out 32, lb_2x2.ww2.shift.genblk1.regg_b.out 32, lb_2x2.ww2.shift.genblk1.genblk1.regg.out 928, lb_2x2.ww2.shift.genblk1.genblk1.regg_l.out 32, lb_2x2.ww4.out 32
==> power by group through the flow <==
| stage | clock [W] | sequential, W | combinational (W) |
|---|---|---|---|
| after global routing | 0.00390 | 0.00603 | 0.00281 |
| final | 0.00364 | 0.00583 | 0.00256 |
| after CTS | 0.00376 | 0.00585 | 0.00245 |
==> metrics by stage <==
step,hold slack [ns],utilization (%),setup WS (ns),power (W)
2_1_floorplan,0.410,-,-0.925,0.00736
3_3_place_gp,0.425,55.8,-2.27,0.00819
3_5_place_dp,0.432,55.8,-2.34,0.00827
4_1_cts,0.432,60.6,-2.76,0.0121
5_1_grt,0.446,61.2,-2.85,0.0127
6_report,0.429,61.2,-2.58,0.0120
==> cell families after synthesis <==
logic type | Yosys count | synth area share (%)
adder cells (fa/ha/maj) | 99 | 2.86
flip-flops | 1088 | 62.8
buffers and inverters | 236 | 2.11
multiplexers | 1116 | 28.7
AND-OR/OR-AND | 143 | 1.90
AND/OR/NAND/NOR | 135 | 1.47
XOR/XNOR | 3 | 0.0780
==> worst min-delay path by stage <==
stage                 cells after the start  slack [ns]                                                     endpoint                                                        start
final                                     2        0.43                                                         flop                                                         flop
after global routing                      1        0.45  lb_2x2.ww2.shift[6].genblk1.genblk1.regg.out[1]$_DFFE_NN0P_  lb_2x2.ww2.shift[5].genblk1.genblk1.regg.out[1]$_DFFE_NN0P_
after CTS                                 2        0.43                                                         flop                                                         flop
==> per-layer routing <==
layer,vias to the layer above,wire [um]
met4,0,1770
met3,119,3330
met1,11600,37100
met5,-,0
li1,10800,-
met2,251,33000
==> timing repair <==
action,4_1_cts,5_1_grt
setup buffers,3,22
setup endpoints to repair,32,32
pin swaps,10,26
gates resized,44,74
gates cloned,0,2
==> area by class of cell <==
type	count	area, sq um
clock buffers	160	3340
clock inverters	46	586
fillers	6172	33200
inverters	99	372
multi-input cells	1496	15700
flip-flops and latches	1088	27200
well taps	1144	1430
repair buffers	422	3710
==> worst max-delay path: cells and delay by family (launching register included) <==
| family | cells | cell delay [ns] |
|---|---|---|
| buf+inv | 8 | 1.47 |
| simple gates | 7 | 1.45 |
| xor+xnor | 2 | 0.38 |
| mux | 2 | 0.53 |
| flops | 1 | 0.41 |
| fa+ha+maj | 2 | 0.58 |
| compound gates | 4 | 0.67 |
Power figures rest on the tool's default switching activity, not on a simulated workload.
