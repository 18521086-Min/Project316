==> flow/design.v <==
`timescale 1ns / 1ps
module Sub
#(parameter SIZE = 32)
(
    input wire [SIZE-1:0] A,
    input wire[SIZE-1:0] B,
    output wire [SIZE-1:0] Out
);
    wire [SIZE-2 : 0 ] Sub_AB;
    wire [SIZE-2 : 0 ] Sub_BA;
    wire [SIZE-2 : 0 ] Sum;
    assign Sub_AB = A[SIZE-2:0] - B[SIZE-2:0];
    assign Sub_BA = B[SIZE-2:0] - A[SIZE-2:0];
    assign Sum = A[SIZE-2:0] + B[SIZE-2:0];
    assign Out[SIZE-2 : 0] =  (A[SIZE-1]!= B[SIZE-1]) ? Sum : ( (A[SIZE-2:0] >= B[SIZE-2 : 0]) ? Sub_AB : Sub_BA ) ;
    assign Out[SIZE-1] =  (A[SIZE-1] != B[SIZE-1]) ? A[SIZE-1] : ( (A[SIZE-2:0] >= B[SIZE-2:0]) ? A[SIZE-1] : ~B[SIZE-1] );
endmodule
==> flow/run.sh <==
#!/bin/bash
# OpenROAD 26Q1-2900-gdf79404cd8, Yosys 0.63+post, stock flow scripts
make -C /OpenROAD-flow-scripts/flow DESIGN_CONFIG=/design/flow/config.mk WORK_HOME=/design/flow/orfs finish
==> flow/config.mk <==
export PLATFORM = sky130hd
export DESIGN_NAME = Sub
export DESIGN_NICKNAME = Sub
export VERILOG_FILES = /design/flow/design.v
export SDC_FILE = /design/flow/constraint.sdc
export NUM_CORES = 4
export LEC_CHECK = 1
export CORE_UTILIZATION = 30
==> flow/constraint.sdc <==
current_design Sub

set clk_period 20.8
set clk_io_pct 0.2

create_clock -name clk0 -period $clk_period

set non_clock_inputs [all_inputs -no_clocks]
set_input_delay [expr $clk_period * $clk_io_pct] -clock clk0 $non_clock_inputs
set_output_delay [expr $clk_period * $clk_io_pct] -clock clk0 [all_outputs]
==> results.yml <==
# synthesis and place-and-route metrics
run_status:
  status: "finished, final reports clean"
yosys:
  ys_types: 83
  ys_sh_aoi_pct: 38.9
  postSynthSeqShare_pct: 0
  top_area_cell: "ha_1"
  ys_sh_simple_pct: 20.4
  synth_adder_area_share_pct: 22.6
  topCombFamilyByArea: "AND-OR/OR-AND gates"
  ys_warn_count: 0
  synth.top_cell.area_share_pct: 21.4
  ys_area_mm2: 0.00531
  yosys-top-cells-area: "ha_1, a21oi_1, inv_1"
  netlist_area_mm2: 0.00531
  mux_area_share_pct: 2.45
  syn_area_per_cell_um2: 6.81
  ys_sh_xor_pct: 4.94
  synthesis.instances: 780
  yosys-stat-cells: 780
sta:
  relSlewSlack_pct: 58.0
  fmax_ghz: 0.0798
  post-route-period-util_pct: 60.2
  min_period_ns: 12.53
  maxSlewViolCount: 0
  rsz0062_at_grt: "no"
  worst_pin_slew_ns: 0.629
  finalSetupTns_ns: 0
  holdWs_ns: 9.44
  finalHoldViolCount: 0
  finalSetupViolations: 0
  setup_ws_ns: 8.27
grt:
  overflow: 0
  grt_max_degree: 41
  grt_pass1_wl_um: 30100
  grt_pass1_vias: 5634
  track_usage_pct: 20.7
  antenna_found_initial: 0
pwr:
  power.leakage_nw: 2.73
  p_sw_mw: 0.115
  switching_share_pct: 53.2
  powerDensity_mw_per_mm2: 34.1
  p_seq_share_pct: 0
  power_frac_clock_pct: 0
  peakVddDrop_mv: 0.0199
  power.internal_mw: 0.102
  power_frac_comb_pct: 100.0
detailed_routing:
  antenna_left: 0
  drt_wl_total_um: 18600
  num_vias: 5928
  initialDrtViolationCount: 503
  wl_per_cell_um: 17.5
  firstDrtPassIters: 5
  vias_per_cell: 5.56
  diodes: 0
  drc_errors: 0
layout:
  regArea_um2: 0
  combGateArea_mm2: 0.00475
  area_growth_pct: 20.0
  lay_top_cells: "clkdlybuf4s50_1, inv_1, a21oi_1, ha_1, nor2_1"
  fill_cells: 1907
  layout_top_cell: "clkdlybuf4s50_1"
  seq_cells: 0
  stdcell_count: 1066
  drive_above_1_share_pct: 5.47
  clock_buffers: 0
placement:
  place_inst: 1066
  io_buffers: 96
  dpl.hpwl_um: 15100
  post-place-ws_ns: 8.35
  place.gp.congestion: 0.945
run:
  tool_warnings: 92
  maxCapViolations: 0
critical_path:
  slowest_delay_ns: 0.56
  endpoint_kind: "output port"
  crit_type: "in -> out"
  path_buffers: 3
  cp-start-kind: "input port"
  cp.arrival_ns: 8.37
  worst-path-max-fanout: 18
  critPathTopFamily: "AND-OR/OR-AND gates"
  cp_cell_sequence: "clkdlybuf4s50_1 -> inv_1 -> ha_1 -> nand3_1 -> a21oi_1 -> o32a_1 -> o21ai_1 -> nand3_1 -> nor2_4 -> o311ai_0 -> a31oi_1 -> xnor2_1 -> clkdlybuf4s50_1"
  crit_path_top_delay_cell: "nor2_4"
  crit_required_ns: 16.64
cts:
  cts_setup_buffers: 0
  cts_hold_buf: 0
  ctsResizeCount: 0
worst_hold_path:
  min_path_type: "in -> out"
die:
  die_h_um: 135
  fp.dieW_um: 135
  core_mm2: 0.0173
  fp_util_pct: 30.7
  rows: 48
  die_area_mm2: 0.0182
  ios: 96
-- logic make-up (layout without fill, tap and decap cells) --
family                   count (synthesis)  count (layout)
AND/OR/NAND/NOR                        212             212
AND-OR/OR-AND                          299             299
XOR/XNOR                                30              30
adder cells (fa/ha/maj)                 94              94
buffers and inverters                  133             194
multiplexers                            12              12
-- cell usage after synthesis (all sizes together), types with 5 or more instances --
| cell type | count |
|---|---|
| a2111oi | 6 |
| a211oi | 15 |
| a21boi | 5 |
| a21o | 11 |
| a21oi | 97 |
| a221oi | 5 |
| a31oi | 11 |
| and2 | 5 |
| and3 | 5 |
| buf | 28 |
| clkbuf | 10 |
| ha | 91 |
| inv | 95 |
| mux2 | 5 |
| mux2i | 7 |
| nand2 | 49 |
| nand2b | 10 |
| nand3 | 15 |
| nand4 | 10 |
| nor2 | 56 |
| nor2b | 14 |
| nor3 | 22 |
| nor4 | 6 |
| o211ai | 11 |
| o21a | 7 |
| o21ai | 56 |
| o21bai | 15 |
| o311ai | 7 |
| o31ai | 13 |
| or2 | 5 |
| or3 | 8 |
| xnor2 | 25 |
| xor2 | 5 |
-- power by group through the flow --
stage / combinational (mW) / sequential, mW / clock [mW]
4_1_cts: 0.216 / 0 / 0
5_1_grt: 0.237 / 0 / 0
6_report: 0.217 / 0 / 0
-- worst min-delay path: stages --
cell and delay [ns]:
clkdlybuf4s50_1 0.51, nand2_1 0.10, o21ai_0 0.10, clkdlybuf4s50_1 0.41
-- metrics by stage --
stage	power (mW)	instance area (µm²)	util, %
final	0.217	6370	36.9
after global routing	0.237	6370	36.9
after CTS	0.216	6370	36.9
after detailed placement	0.214	6370	36.9
after global placement	0.216	6370	36.9
after floorplan	0.129	5310	-
-- cell type report --
cell class,instances,area share [%]
inverters,95,5.59
multi-input cells,647,74.6
well taps,225,4.42
repair buffers,99,15.4
-- worst paths after layout --
check / from / endpoint / cells past startpoint
hold / removal: A[31] / Out[31] / 4
setup / recovery: A[16] / Out[15] / 13
-- metal layers --
layer	global-route usage, %	part of all wire (%)
met1	31.1	48
met2	33.1	45
met3	0.766	5.1
met4	3.62	1.8
met5	0	0
No activity file was given, so power comes from the tool's default toggle rates.
